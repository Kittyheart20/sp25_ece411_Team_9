`/design/flow/constraint.sdc`:
```
current_design register

set clk_period 1.0
set clk_io_pct 0.2

create_clock -name clk0 -period $clk_period [get_ports {clk}]

set non_clock_inputs [all_inputs -no_clocks]
set_input_delay [expr $clk_period * $clk_io_pct] -clock clk0 $non_clock_inputs
set_output_delay [expr $clk_period * $clk_io_pct] -clock clk0 [all_outputs]
```
`/design/flow/design.v`:
```
interface mem_itf_w_mask #(
    parameter               CHANNELS = 1,
    parameter               DWIDTH = 32,
    parameter               MWIDTH = DWIDTH / 8
)(
    input   bit             clk,
    input   bit             rst
);
    logic   [31:0]          addr    [CHANNELS];
    logic   [MWIDTH-1:0]    rmask   [CHANNELS];
    logic   [MWIDTH-1:0]    wmask   [CHANNELS];
    logic   [DWIDTH-1:0]    rdata   [CHANNELS];
    logic   [DWIDTH-1:0]    wdata   [CHANNELS];
    logic                   resp    [CHANNELS];
    bit                     error = 1'b0;
    modport dut (
        input               clk,
        input               rst,
        output              addr,
        output              rmask,
        output              wmask,
        input               rdata,
        output              wdata,
        input               resp
    );
    modport mem (
        input               clk,
        input               rst,
        input               addr,
        input               rmask,
        input               wmask,
        output              rdata,
        input               wdata,
        output              resp,
        output              error
    );
    modport mon (
        input               clk,
        input               rst,
        input               addr,
        input               rmask,
        input               wmask,
        input               rdata,
        input               wdata,
        input               resp,
        output              error
    );
endinterface
interface mem_itf_wo_mask #(
    parameter               CHANNELS = 1,
    parameter               DWIDTH = 32
)(
    input   bit             clk,
    input   bit             rst
);
    logic   [31:0]          addr    [CHANNELS];
    logic                   read    [CHANNELS];
    logic                   write   [CHANNELS];
    logic   [DWIDTH-1:0]    rdata   [CHANNELS];
    logic   [DWIDTH-1:0]    wdata   [CHANNELS];
    logic                   resp    [CHANNELS];
    bit                     error = 1'b0;
    modport dut (
        input               clk,
        input               rst,
        output              addr,
        output              read,
        output              write,
        input               rdata,
        output              wdata,
        input               resp
    );
    modport mem (
        input               clk,
        input               rst,
        input               addr,
        input               read,
        input               write,
        output              rdata,
        input               wdata,
        output              resp,
        output              error
    );
    modport mon (
        input               clk,
        input               rst,
        input               addr,
        input               read,
        input               write,
        input               rdata,
        input               wdata,
        input               resp,
        output              error
    );
endinterface
interface mem_itf_banked(
    input   bit             clk,
    input   bit             rst
);
    logic   [31:0]          addr;
    logic                   read;
    logic                   write;
    logic   [63:0]          wdata;
    logic                   ready;
    logic   [31:0]          raddr;
    logic   [63:0]          rdata;
    logic                   rvalid;
    bit                     error = 1'b0;
    modport dut (
        input               clk,
        input               rst,
        output              addr,
        output              read,
        output              write,
        output              wdata,
        input               ready,
        input               raddr,
        input               rdata,
        input               rvalid
    );
    modport mem (
        input               clk,
        input               rst,
        input               addr,
        input               read,
        input               write,
        input               wdata,
        output              ready,
        output              rdata,
        output              raddr,
        output              rvalid,
        output              error
    );
    modport mon (
        input               clk,
        input               rst,
        input               addr,
        input               read,
        input               write,
        input               wdata,
        input               ready,
        input               rdata,
        input               raddr,
        input               rvalid,
        input               error
    );
endinterface
interface mon_itf#(
            parameter       CHANNELS = 1
)(
    input   bit             clk,
    input   bit             rst
);
            logic           valid     [CHANNELS];
            logic   [63:0]  order     [CHANNELS];
            logic   [31:0]  inst      [CHANNELS];
            logic   [4:0]   rs1_addr  [CHANNELS];
            logic   [4:0]   rs2_addr  [CHANNELS];
            logic   [31:0]  rs1_rdata [CHANNELS];
            logic   [31:0]  rs2_rdata [CHANNELS];
            logic   [4:0]   rd_addr   [CHANNELS];
            logic   [31:0]  rd_wdata  [CHANNELS];
                logic   [5:0]   frs1_addr [CHANNELS];
                logic   [5:0]   frs2_addr [CHANNELS];
                logic   [5:0]   frs3_addr [CHANNELS];
                logic   [31:0]  frs1_rdata[CHANNELS];
                logic   [31:0]  frs2_rdata[CHANNELS];
                logic   [31:0]  frs3_rdata[CHANNELS];
                logic   [5:0]   frd_addr  [CHANNELS];
                logic   [31:0]  frd_wdata [CHANNELS];
            logic   [31:0]  pc_rdata  [CHANNELS];
            logic   [31:0]  pc_wdata  [CHANNELS];
            logic   [31:0]  mem_addr  [CHANNELS];
            logic   [3:0]   mem_rmask [CHANNELS];
            logic   [3:0]   mem_wmask [CHANNELS];
            logic   [31:0]  mem_rdata [CHANNELS];
            logic   [31:0]  mem_wdata [CHANNELS];
            bit             halt  = 1'b0;
            bit             error = 1'b0;
endinterface
package rv32i_types;
    typedef enum logic [1:0] {  
        rs1_out  = 2'b00,
        pc_out   = 2'b01,
	    no_out   = 2'b10
    } alu_m1_sel_t;
    typedef enum logic [1:0] {  
        rs2_out  = 2'b00,
        imm_out  = 2'b01,
	    four_out = 2'b10
    } alu_m2_sel_t;
    typedef enum logic [1:0] { 
        empty = 2'b00,
        rob_wait = 2'b01,
        done = 2'b10,
        donex2 = 2'b11
    } status_t;
    typedef enum logic [2:0] {
        alu   = 3'b000,
        mul   = 3'b001,   
        br    = 3'b010,
        mem   = 3'b011,
        none  = 3'b100
    } types_t;
    typedef struct packed {
        logic [31:0] addr;
        logic [31:0] wdata;
        logic [3:0]  wmask;
        logic valid;
    } store_buffer_entry; 
    typedef enum logic [1:0] {
        IDLE = 2'b00,
        BUSY = 2'b01,
        COMPLETE = 2'b10,
        WAIT_STORE = 2'b11
    } status_rs_t;
    typedef enum logic [6:0] {
        op_b_lui       = 7'b0110111,  
        op_b_auipc     = 7'b0010111,  
        op_b_jal       = 7'b1101111,  
        op_b_jalr      = 7'b1100111,  
        op_b_br        = 7'b1100011,  
        op_b_load      = 7'b0000011,  
        op_b_store     = 7'b0100011,  
        op_b_imm       = 7'b0010011,  
        op_b_reg       = 7'b0110011   
    } rv32i_opcode;
    typedef enum logic [2:0] {
        arith_f3_add   = 3'b000,  
        arith_f3_sll   = 3'b001,
        arith_f3_slt   = 3'b010,
        arith_f3_sltu  = 3'b011,
        arith_f3_xor   = 3'b100,
        arith_f3_sr    = 3'b101,  
        arith_f3_or    = 3'b110,
        arith_f3_and   = 3'b111
    } arith_f3_t;
    typedef enum logic [3:0] {
        alu_op_add     = 4'b0000,
        alu_op_sll     = 4'b0001,
        alu_op_sra     = 4'b0010,
        alu_op_sub     = 4'b0011,
        alu_op_xor     = 4'b0100,
        alu_op_srl     = 4'b0101,
        alu_op_or      = 4'b0110,
        alu_op_and     = 4'b0111,
        alu_op_slt     = 4'b1000,
        alu_op_sltu    = 4'b1001,
	    alu_op_none    = 4'b1010
    } alu_ops;
    typedef enum logic [2:0] { 
        mult_op_mul    = 3'b000,
        mult_op_mulh   = 3'b001,
        mult_op_mulhsu = 3'b010,
        mult_op_mulhu  = 3'b011,
        mult_op_div    = 3'b100,
        mult_op_divu   = 3'b101,
        mult_op_rem    = 3'b110,
        mult_op_remu   = 3'b111
    } mult_ops;
    typedef enum logic [2:0] {
        branch_f3_beq  = 3'b000,
        branch_f3_bne  = 3'b001,
        branch_f3_blt  = 3'b100,
        branch_f3_bge  = 3'b101,
        branch_f3_bltu = 3'b110,
        branch_f3_bgeu = 3'b111
    } branch_f3_t;
    typedef enum logic [2:0] {  
        mem_op_none  = 3'b000,
        mem_op_b     = 3'b001,
        mem_op_bu    = 3'b010,
        mem_op_h     = 3'b011,
        mem_op_hu    = 3'b100,
        mem_op_w     = 3'b101
    } mem_ops;
    typedef struct packed {
        logic   [31:0]      inst;
        logic   [31:0]      pc;
        logic   [63:0]      order;
    	logic         	    valid;
        logic prediction;
    } if_id_stage_reg_t;
    typedef enum logic [1:0] {
        q0 = 2'b00, 
        q1 = 2'b01, 
        q2 = 2'b10,
        q_none = 2'b11
    } rv32i_opcode_c;
    typedef struct packed {
        logic   [15:0]      inst;
    	logic         	    valid;
        rv32i_opcode_c      opcode;
        logic   [11:0]      imm;         
        logic   [4:0]       rd_addr;
        logic   [4:0]       rs1_addr;
        logic   [4:0]       rs2_addr;
        logic   [1:0]       funct2;
        logic   [2:0]       funct3;      
        logic   [3:0]       funct4;
        logic   [5:0]       funct6;
        logic   [2:0]       rd_offset;   
        logic   [2:0]       rs1_offset; 
        logic   [2:0]       rs2_offset; 
        logic use_rs1;
        logic use_rs2;   
    } rvc_t;
    typedef struct packed {
        logic   [31:0]      inst;
        logic   [31:0]      pc;
        logic   [63:0]      order;
    	logic         	    valid;
        logic   [6:0]       opcode;
        logic   [2:0]       funct3;
        logic   [6:0]       funct7;
        logic [4:0]         rd_addr;
        logic [4:0]         rd_rob_idx;
        logic [4:0]         rs1_addr;
        logic [4:0]         rs2_addr;
        logic [4:0]         rs1_rob_idx;
        logic [4:0]         rs2_rob_idx;
        logic [31:0]        imm;
	    logic               regf_we;
        alu_m1_sel_t        alu_m1_sel;
        alu_m2_sel_t        alu_m2_sel;
        alu_ops		        aluop;
        mult_ops            multop;
        branch_f3_t         brop;
        mem_ops             memop;  
        logic [31:0] mem_addr;
        logic [3:0]  mem_rmask;
        logic [3:0]  mem_wmask;
        logic [31:0] mem_rdata;
        logic [31:0] mem_wdata;
        types_t             op_type;
        logic use_rs1;
        logic use_rs2;
        logic prediction;
    } id_dis_stage_reg_t;
    typedef struct packed {
        logic           valid;
        logic   [31:0]  pc;
        logic   [63:0]  order;
        logic   [31:0]  inst;
        logic   [6:0]   opcode;
        logic   [4:0]   rd_addr;
        logic   [4:0]   rs1_addr;
        logic   [4:0]   rs2_addr;
        logic   [31:0]  rs1_data;
        logic           rs1_ready;
        logic   [31:0]  rs2_data;
        logic           rs2_ready;
        logic   [31:0]  imm_sext;
        logic           regf_we;
        alu_m1_sel_t    alu_m1_sel;
        alu_m2_sel_t    alu_m2_sel;
        types_t         op_type;
        alu_ops         aluop;
        mult_ops        multop;
        branch_f3_t     brop;
        mem_ops         memop;
        logic [3:0]     mem_rmask;
        logic [3:0]     mem_wmask;
        logic [4:0]     rs1_rob_idx;
        logic [4:0]     rs2_rob_idx;
        logic [4:0]     rd_rob_idx;
        logic [31:0]    pc_new;
        status_rs_t     status;
        logic           prediction;
    } reservation_station_t;
    typedef struct packed {
        logic           valid;
        status_t        status;
        types_t         op_type;
        logic   [4:0]   rd_addr;
        logic   [31:0]  rd_data;
        logic   [4:0]   rd_rob_idx;
        logic           rd_valid;
        logic           regf_we;
        logic [31:0] pc;
        logic [31:0] inst;
        logic [4:0] rs1_addr;
        logic [4:0] rs2_addr;
        logic [31:0] rs1_data;
        logic [31:0] rs2_data;
        logic br_en;
        logic [31:0] pc_new;
        logic [31:0] mem_addr;
        logic [3:0]  mem_rmask;
        logic [3:0]  mem_wmask;
        logic [31:0] mem_rdata;
        logic [31:0] mem_wdata;
        logic prediction;
    } rob_entry_t;
    typedef struct packed {
        logic   [31:0]  data;
        logic           ready;
        logic   [4:0]   rob_idx;
    } rat_arf_entry_t;
    typedef struct packed {
        logic           valid;
        logic   [31:0]  pc;
        logic   [31:0]  inst;
        logic   [4:0]   rd_addr;
        logic   [4:0]   rs1_addr;
        logic   [4:0]   rs2_addr;
        logic           regf_we;
        logic   [4:0]   rd_rob_idx;
        logic   [31:0]  rd_data;    
        logic [31:0]     pc_new;
        logic           br_en;
        logic [31:0] mem_addr;
        logic [3:0]  mem_rmask;
        logic [3:0]  mem_wmask;
        logic [31:0] mem_rdata;
        logic [31:0] mem_wdata;
        logic prediction;
    } to_writeback_t;
    typedef enum logic [2:0] {
        load_f3_lb     = 3'b000,
        load_f3_lh     = 3'b001,
        load_f3_lw     = 3'b010,
        load_f3_lbu    = 3'b100,
        load_f3_lhu    = 3'b101
    } load_f3_t;
    typedef enum logic [2:0] {
        store_f3_sb    = 3'b000,
        store_f3_sh    = 3'b001,
        store_f3_sw    = 3'b010
    } store_f3_t;
    typedef enum logic [6:0] {
        base           = 7'b0000000,
        mult           = 7'b0000001,
        variant        = 7'b0100000
    } funct7_t;
    typedef struct packed {
        logic        alu_valid;  
        logic [31:0] alu_data; 
        logic [4:0]  alu_rob_idx;
        logic [4:0]  alu_rd_addr;  
        logic        mul_valid;  
        logic [31:0] mul_data; 
        logic [4:0]  mul_rob_idx;
        logic [4:0]  mul_rd_addr;  
        logic        br_valid;      
        logic        br_en;   
        logic [31:0] br_data; 
        logic [4:0]  br_rob_idx;
        logic [4:0]  br_rd_addr; 
        logic        mem_valid; 
        logic [31:0] mem_data; 
        logic [4:0]  mem_rob_idx;
        logic [4:0]  mem_rd_addr;  
        logic        regf_we;   
        logic [31:0] commit_data; 
        logic [4:0]  commit_rob_idx;
        logic [4:0]  commit_rd_addr;
        logic [4:0]  rs1_addr;
        logic [4:0]  rs2_addr;
        logic [31:0] rs1_data;
        logic [31:0] rs2_data;
        logic [31:0] inst;
        logic [31:0] pc;
        logic [31:0] pc_new;
        logic        flush;
        logic [31:0] mem_addr;
        logic [3:0]  mem_rmask;
        logic [3:0]  mem_wmask;
        logic [31:0] mem_rdata;
        logic [31:0] mem_wdata;
        logic prediction;
    } cdb;
    typedef union packed {
        logic [31:0] word;
        struct packed {
            logic [11:0] i_imm;
            logic [4:0]  rs1;
            logic [2:0]  funct3;
            logic [4:0]  rd;
            rv32i_opcode opcode;
        } i_type;
        struct packed {
            logic [6:0]  funct7;
            logic [4:0]  rs2;
            logic [4:0]  rs1;
            logic [2:0]  funct3;
            logic [4:0]  rd;
            rv32i_opcode opcode;
        } r_type;
        struct packed {
            logic [11:5] imm_s_top;
            logic [4:0]  rs2;
            logic [4:0]  rs1;
            logic [2:0]  funct3;
            logic [4:0]  imm_s_bot;
            rv32i_opcode opcode;
        } s_type;
        struct packed {
            logic [11:5] imm_b_top;
            logic [4:0]  rs2;
            logic [4:0]  rs1;
            logic [2:0]  funct3;
            logic [4:0]  imm_b_bot;
            rv32i_opcode opcode;
        } b_type;
        struct packed {
            logic [31:12] imm;
            logic [4:0]   rd;
            rv32i_opcode  opcode;
        } j_type;
    } instr_t;
endpackage : rv32i_types
module register #( 
    parameter A_LEN = 256,
    parameter B_LEN = 32      
)(
    input  logic clk,
    input  logic rst,
    input  logic [A_LEN-1:0] data_a_input,
    input  logic [B_LEN-1:0] data_b_input,
    input  logic data_valid,
    output logic [A_LEN-1:0] data_a_output,
    output logic [B_LEN-1:0] data_b_output
);
    always_ff @(posedge clk) begin
        if (rst) begin
            data_a_output <= '0;
            data_b_output <= '0;
        end
        else begin
            if (data_valid) begin
                data_a_output <= data_a_input;
                data_b_output <= data_b_input;
            end
        end
    end
endmodule
```
`/design/flow/config.mk`:
```
export PLATFORM = sky130hd
export DESIGN_NAME = register
export DESIGN_NICKNAME = register
export VERILOG_FILES = /design/flow/design.v
export SDC_FILE = /design/flow/constraint.sdc
export NUM_CORES = 4
export LEC_CHECK = 1
export CORE_AREA = 10 10 281 281
export DIE_AREA = 0 0 291 291
```
`/design/flow/run.sh`:
```
#!/bin/bash
# OpenROAD 26Q1-2900-gdf79404cd8, Yosys 0.63+post, stock flow scripts
make -C /OpenROAD-flow-scripts/flow DESIGN_CONFIG=/design/flow/config.mk WORK_HOME=/design/flow/orfs finish
```
==> results.cfg <==
; flow metrics
[status]
status = finished with violations
violations = negative setup slack

[critical_path]
cp_num_buf_inv = 1
required_ns = 0.80
end_kind = output pin
cp.arrival_ns = 1.00
worstPathMaxFanout = 2
r2r-start = data_a_output[75]
worstPathCellList = buf_2
r2r.worst_path.cells = 4
max_stage_delay_ns = 0.35
startpoint = data_a_output[187]
worstSetupPathType = reg -> out
cp_slowest_cell = dfxtp_2
path_delay_family = flip-flops
cp.depth = 1
setup.worst_path.start_class = flop

[synth]
topCellsByArea = dfxtp_1 56%, mux2i_1 28%, nor2_1 11%, buf_6 2.8%, buf_2 1.1%
ys_cells = 928
ys_sh_aoi_pct = 0
yosys.stat.seqShare_pct = 56.5
synth.distinct_cells = 8
top_cell_area_share_pct = 56.5
async_flop_share_pct = 0
yosys_warnings = 1
netlist_area_mm2 = 0.0102
synthTopLogicFamily = multiplexers
edf_count = 0
synthXorXnorAreaFrac_pct = 0
synthFlopType = dfxtp_1
synth.largest_area_cell = dfxtp_1
ys_ff = 288
synth_cells = 928
ys_sh_simple_pct = 10.6
top_cells_by_count = 288 x dfxtp_1, 288 x mux2i_1, 288 x nor2_1
ys_sh_adder_pct = 0
synth.avg_cell_area_um2 = 11.0
ys_area_mm2 = 0.0102
mux_share_pct = 28.2

[finish]
fill_cells = 7627
drive_above_1_share_pct = 44.7
area_growth_pct = 75.6

[placed_design]
gp_congestion = 0.827
io_buffers = 578
hpwl_um = 30700

[power_and_ir_drop]
peakVddDrop_uv = 1240
p_per_area_mw_per_mm2 = 1680
power_uw = 30200
power.leakage_uw = 0.00837

[hold_path]
hold_path.startpoint = rst
hold_depth = 3
min_path_type = in -> reg

[flow_run]
max-cap-violations = 0
log.warning_count = 28

[global_route]
met1_usage_pct = 9.97
grt_overflow_total = 0
grt_pass1_vias = 9185
use_met2_pct = 15.3
use_met3_pct = 3.54
track_usage_pct = 8.92
busiest_layer = met2
grt_max_degree = 62
grt_pass1_wl_um = 59000
antenna_found_initial = 0

[cts]
clk_pin_slew_ns = 0.06
cts-root-buf = clkbuf_16
clk_path_buf_depth = 3
cts_htree_levels = 2
cts_tree = done
cts_sinks = 288
clock_latency_ns = 0.53
numCtsBuffers = 36
cts_hold_buf = 0

[routing]
detail_route.wl_per_cell_um = 15.6
drt_first_pass_iters = 4
first_iter_violations = 306
vias_per_cell = 3.44
vias = 8705
drcViolationCount = 0
drtAntennaViolNets = 0
wirelength_um = 39600
antenna_cells = 0

[timing]
rsz0062_at_grt = true
finalClockPeriodUsage_pct = 120
fin_ws_ns = -0.204
hold_viol = 0
slew_headroom_pct = 81.0
setup_viol = 288
skew_ns = 0
maxSlewViolCount = 0
finalWorstPathRequiredPeriod_ns = 1.20
max_freq_mhz = 831
hold_ws_ns = 0.230
tightest_slew_ns = 0.285

[die]
dieArea_mm2 = 0.0847
ios = 579
die_x_um = 291
coreArea_mm2 = 0.0728
fp.dieH_um = 291
placementRows = 99
fp_util_pct = 14.0
[cell families after synthesis]
| group | after synthesis |
|---|---|
| buf+inv | 64 |
| flops | 288 |
| mux | 288 |
| simple gates | 288 |
[stage by stage]
stage          util (%)  TNS (ns)  worst slack (ns)  std cells  area, um2
3_5_place_dp       23.7    -24.75            -0.149       2453      17200
6_report           24.6    -43.62            -0.204       2533      17900
3_3_place_gp       23.7    -20.08            -0.142       2453      17200
4_1_cts            24.5    -58.60            -0.256       2531      17800
5_1_grt            24.6    -58.99            -0.245       2533      17900
2_1_floorplan         -    -0.176          -0.00878        928      10200
[power breakdown]
group	total [uW]	internal (uW)	switching, uW
clock network	13700	8590	5060
registers	12700	12300	363
logic	3830	2470	1360
total	30200	23400	6780
[area by class of cell]
cell class	count	area (um2)	area share, %
flip-flops and latches	288	6130	34.2
repair buffers	647	5400	30.1
multi-input cells	576	3960	22.1
well taps	959	1200	6.69
clock buffers	50	1040	5.83
clock inverters	13	201	1.12
[per-layer routing]
layer / vias up / wire length, um
met5: - / 0
met4: 0 / 1510
met3: 72 / 3750
met2: 360 / 19400
met1: 3959 / 14900
li1: 4314 / -
[registers in the layout, indices dropped and copies added (netlist names)]
register       flops
data_b_output     32
data_a_output    256
[cell usage in the layout (no fill, tap or decap), drive strengths merged]
master           n
buf            358
mux2i          288
nor2           288
dfxtp          288
clkdlybuf4s50  288
clkbuf          51
clkinv           5
bufinv           5
inv              3
[path summary, 6_finish.rpt]
path,endpoint,slack [ns]
worst max-delay path,data_a_output[187],-0.20
worst min-delay path,data_b_output[8],0.23
worst max register to register,data_a_output[75],0.15
worst min register to register,data_a_output[219],0.48
[timing repair]
item	CTS	global route
setup endpoints to repair	288	288
gates resized	1314	13
buffers inserted	15	2
